==> ./design.v <==
`timescale 1ns/1ps
module TCM4671 (
    input clk,
    input reset,
    input transmit,
    input [6:0] address,
    input writeNOTread,
    input [31:0] data_in,
    output reg [31:0] data_out,
    output SCK,
    output MOSI,
    input MISO,
    output nSCS,
    output reg busy
  );
  parameter CLOCK_FREQ_HZ = 50_000_000;
  parameter SPI_FREQ_HZ = 8_000_000;
  reg slow_clk;
  reg [7:0] clk_counter;
  localparam  IDLE = 0, DELAY = 1, TRANSMIT = 2, DELAY_DONE = 3;
  reg [1:0] transmit_state;
  assign SCK = slow_clk;
  assign nSCS = !(transmit_state==TRANSMIT || transmit_state==DELAY);
  always @(posedge clk or posedge reset) begin: SPI_CLOCK_GENERATION
    if (reset) begin
      slow_clk <= 1;
      clk_counter <= CLOCK_FREQ_HZ/SPI_FREQ_HZ/2-1;
    end else begin
      if(transmit_state==TRANSMIT)begin
        clk_counter <= clk_counter-1;
        if(clk_counter==0)begin
          clk_counter <= CLOCK_FREQ_HZ/SPI_FREQ_HZ/2-1;
          slow_clk <= !slow_clk;
        end
      end else if(transmit_state==IDLE || transmit_state==DELAY_DONE)begin
        slow_clk = 1;
      end
    end
  end
  wire [39:0] datagram;
  reg [5:0] bit_counter;
  assign datagram[39] = writeNOTread;
  assign datagram[38:32] = address;
  assign datagram[31:0] = data_in;
  assign MOSI = datagram[bit_counter];
  always @ ( posedge clk or posedge reset ) begin
    reg slow_clk_prev;
    reg [7:0] delay_counter;
    reg initial_negative_edge;
    reg [5:0] delay_done_counter;
    if (reset) begin
      data_out <= 0;
      slow_clk_prev <= 0;
      transmit_state <= 0;
      delay_counter <= 0;
      bit_counter <= 39;
    end else begin
      case (transmit_state)
        IDLE: begin
          busy <= 0;
          if(transmit) begin
            transmit_state <= TRANSMIT;
            bit_counter <= 39;
            initial_negative_edge <= 1;
            busy <= 1;
          end
        end
        TRANSMIT: begin
          slow_clk_prev <= slow_clk;
          if(!slow_clk && slow_clk_prev)begin  
            if(bit_counter==32 && !writeNOTread)begin  
              transmit_state <= DELAY;
              delay_counter <= CLOCK_FREQ_HZ/2_000_000;  
            end
            if(bit_counter<=31 && bit_counter>=0)begin  
              data_out[bit_counter] <= MISO;
            end
            if(bit_counter==0)begin  
              transmit_state <= DELAY_DONE;
              delay_done_counter <= 10;
            end else begin
              if(initial_negative_edge)begin
                initial_negative_edge <= 0;
              end else begin
                bit_counter <= bit_counter - 1;
              end
            end
          end
        end
        DELAY: begin
          delay_counter<=delay_counter-1;
          if(delay_counter==0)begin
            transmit_state <= TRANSMIT;
          end
        end
        DELAY_DONE: begin
          delay_done_counter<=delay_done_counter-1;
          if(delay_done_counter==0)begin
            transmit_state <= IDLE;
          end
        end
      endcase
    end
  end
endmodule  
module TCM4671_avalon (
    input clk,
    input reset,
    input [6:0] address,
    input write,
    input unsigned [31:0] writedata,
    input read,
    output unsigned [31:0] readdata,
    output waitrequest,
    output nSCS,
    output nSDR,
    output SCK,
    output MOSI,
    input MISO
  );
  parameter CLOCK_FREQ_HZ = 50_000_000;
  parameter SPI_FREQ_HZ = 8_000_000;
  reg waitFlag;
  assign waitrequest = (waitFlag && (read||write));
  reg [6:0] addr;
  reg [31:0] data_in;
  wire [31:0] data_out;
  reg transmit, writeNOTread;
  assign readdata = data_out;
  wire busy;
  wire n_ss;
  reg tmc4671_select;
  assign nSCS = tmc4671_select?n_ss:1'hZ;
  assign nSDR = tmc4671_select?1'hZ:n_ss;
  TCM4671 #(CLOCK_FREQ_HZ,SPI_FREQ_HZ)tcm4671(
    clk,reset,transmit,addr,writeNOTread,data_in,data_out,SCK,MOSI,MISO,n_ss,busy
    );
  always @ ( posedge clk, posedge reset ) begin: AVALON_INTERFACE
    reg read_prev, write_prev, busy_prev;
    integer timeout_counter;
    if(reset)begin
      waitFlag <= 1;
      transmit <= 0;
      addr <= 0;
      data_in <= 0;
      writeNOTread <= 0;
      tmc4671_select <= 0;
      timeout_counter <= CLOCK_FREQ_HZ/20_000;  
    end else begin
      transmit <= 0;
      waitFlag <= 1;
      read_prev <= read;
      write_prev <= write;
      busy_prev <= busy;
      if(read)begin
        writeNOTread <= 0;
        addr <= address;
        if(!read_prev) begin  
          transmit <= 1;
        end else if(busy_prev && !busy)begin  
          waitFlag <= 0;
        end
        data_in <= 0;
      end else if(write)begin
        if(address==7'h7F)begin  
          tmc4671_select <= writedata[0];
          waitFlag <= 0;
        end else begin
          writeNOTread <= 1;
          addr <= address;
          if(!write_prev) begin  
            transmit <= 1;
          end else if(busy_prev && !busy)begin  
            waitFlag <= 0;
          end
          data_in <= writedata;
        end
      end else begin
        timeout_counter <= CLOCK_FREQ_HZ/20_000;  
      end
      if(read||write)begin
        timeout_counter <= timeout_counter-1;
        if(timeout_counter==0)begin  
          waitFlag <= 0;
          timeout_counter <= CLOCK_FREQ_HZ/20_000;  
        end
      end
    end
  end
endmodule  
==> ./run.sh <==
#!/bin/bash
# OpenROAD 26Q1-2900-gdf79404cd8, Yosys 0.63+post, stock flow scripts
make -C /OpenROAD-flow-scripts/flow DESIGN_CONFIG=/design/flow/config.mk WORK_HOME=/design/flow/orfs finish
==> ./config.mk <==
export PLATFORM = sky130hd
export DESIGN_NAME = TCM4671_avalon
export DESIGN_NICKNAME = TCM4671_avalon
export VERILOG_FILES = /design/flow/design.v
export SDC_FILE = /design/flow/constraint.sdc
export NUM_CORES = 4
export LEC_CHECK = 1
export CORE_UTILIZATION = 50
==> ./constraint.sdc <==
current_design TCM4671_avalon

set clk_period 12.1
set clk_io_pct 0.2

create_clock -name clk0 -period $clk_period [get_ports {clk}]

set non_clock_inputs [all_inputs -no_clocks]
set_input_delay [expr $clk_period * $clk_io_pct] -clock clk0 $non_clock_inputs
set_output_delay [expr $clk_period * $clk_io_pct] -clock clk0 [all_outputs]
==> run_results.csv <==
group,metric,value,unit
outcome,outcome,"complete, no violations",
clocking,cts_tree,"yes",
setup_path,r2r_end,"tcm4671.data_out[12]",
setup_path,reg2reg_depth,7,
logic_synthesis,common_cells,"121 x dfrtp_1, 102 x nand2_1, 61 x nor2_1",
die,die_y,123.2,µm
pwr,leakage,3.581,nW
setup_path,setup.worst_path.class,"input pin to primary output",
clocking,numClockSinks,145,
clocking,ctsHoldBuffers,0,
sta,drv_slew,0,
pwr,totalPowerFinal,1.162,mW
die,boundaryPins,81,
place,numPortBuffers,80,
clocking,clock_latency,0.41,ns
die,die-area,15180,µm²
clocking,numCtsBuffers,17,
clocking,post_cts_resized,0,
logic_synthesis,synth_flops,145,
hold_path,hp-start,"AVALON_INTERFACE.timeout_counter[0]",
place,dpl.hpwl,10.46,mm
sta,period_needed,6.561,ns
pwr,power.density,131.0,nW/µm²
logic_synthesis,synthesis.area,7346,µm²
logic_synthesis,yosys_warnings,4,
setup_path,critical_path_required,9.68,ns
pwr,clkPwrFrac,0.467,
sta,finalCritPeriodShare,0.5422,
setup_path,crit_fanout,41,
logic_synthesis,post-synth-top-count-cell,"dfrtp_1",
global_route,grt_max_degree,108,
setup_path,crit_path_end_kind,"primary output",
logic_synthesis,async_reset_ff_frac,0.9241,
logic_synthesis,yosysChipArea,7346,µm²
logic_synthesis,synth_top_cell_by_area,"dfrtp_1",
logic_synthesis,yosysCellCount,717,
global_route,antenna_found_initial,0,
pwr,p_sw,257.5,µW
clocking,root_buffer,"clkbuf_16",
sta,rsz0062_at_grt,"no",
clocking,clkSlewWorstSetupHoldPaths,0.06,ns
pwr,swShare,0.2216,
flow_run,drv_cap,0,
logic_synthesis,synth_cells,717,
die,initCoreUtil,0.5211,
sta,holdWs,0.4489,ns
logic_synthesis,synth-edff-count,11,
pwr,p_int,904.5,µW
pwr,peakVddDrop,0.00009865,V
routing,avgRoutedWirePerCell,15.96,µm
sta,hold_violations,0,
sta,clock_skew,0.01067,ns
logic_synthesis,ys_seq_frac,0.5037,
setup_path,r2r_setup_slack,9.01,ns
clocking,clk_path_buf_depth,2,
hold_path,holdPathEnd,"AVALON_INTERFACE.timeout_counter[0]",
sta,finalSetupViolCount,0,
pwr,p_comb_frac,0.078,
clocking,h-tree-depth,4,
sta,worst_pin_slew,0.6593,ns
sta,relSlewSlack,0.5605,
routing,totalWireLength,15.64,mm
hold_path,hold_path_class,"flip-flop to flip-flop",
routing,first_iter_violations,403,
finish,syn_to_final_growth,20.80,%
sta,setup_tns,0,ns
logic_synthesis,yosysTopAreaCellShare,0.4122,
routing,firstDrtPassIters,4,
routing,postRouteAntennaNets,0,
global_route,grt_pass1_wl,26.83,mm
place,gp_congestion,0.8532,
logic_synthesis,yosys_most_used_dff,"dfrtp_1",
logic_synthesis,synth_cell_types,66,
routing,num_vias,5599,
flow_run,warnings,33,
setup_path,cp_data_arrival_time,4.14,ns
die,rows,43,
pwr,seqPwrFrac,0.455,
finish,stdcell_count,980,
place,dp_cells,948,
routing,route.antenna.diode_count,0,
die,fp.dieW,123.2,µm
sta,fmax,152.4,MHz
global_route,grt.total_usage,0.2351,
setup_path,crit_path_start_kind,"input pin",
logic_synthesis,top_cells_by_area,"dfrtp_1 41%, nand2_1 5.2%, dfstp_2 4.6%",
hold_path,min_delay_path_depth,1,
routing,drc,0,
setup_path,r2r_start,"tcm4671.bit_counter[0]",
global_route,grt_pass1_vias,5450,
logic_synthesis,syn_avg_cell_area,10.25,µm²
routing,via_per_inst,5.713,
die,coreArea,14100,µm²
finish,drive_gt1_frac,0.1300,
global_route,grt_remaining_overflow,0,
clocking,cts_setup_buffers,0,
## cell usage in the layout, fill, tap and decap left out, types with 4 or more instances in the layout
cell / count
dfrtp_1: 121
nand2_1: 102
clkdlybuf4s50_1: 80
nor2_1: 61
a21oi_1: 47
o21ai_0: 40
nand3_1: 29
xnor2_1: 19
xor2_1: 17
mux2_2: 17
clkbuf_16: 17
inv_1: 16
nor3_1: 16
or3_1: 14
dfstp_2: 13
nand4_1: 13
o2bb2ai_1: 13
edfxtp_1: 11
mux2i_1: 11
ha_1: 10
nor4_1: 8
o31ai_1: 8
mux4_2: 8
or4_1: 7
nand2b_1: 6
nor2b_1: 5
nor3_2: 5
nor4_2: 5
buf_4: 5
or2_2: 4
nor4_4: 4
nand3b_1: 4
bufinv_16: 4
clkbuf_1: 4
## power groups by stage
stage	clock [mW]	combinational (mW)	sequential, mW
4_1_cts	0.555	0.0925	0.529
5_1_grt	0.576	0.103	0.532
6_report	0.542	0.0908	0.529
## per-layer routing
metal  wire length (µm)  GRT usage
met5                  0          0
met4                114    0.02033
met3                855    0.05320
met2               7133     0.3397
met1               7540     0.3979
## through the flow
| step | utilization | setup slack (ns) | instance area (µm²) |
|---|---|---|---|
| 2_1_floorplan | - | 6.039 | 7346 |
| 3_3_place_gp | 0.5860 | 5.558 | 8260 |
| 3_5_place_dp | 0.5860 | 5.534 | 8260 |
| 4_1_cts | 0.6295 | 5.527 | 8874 |
| 5_1_grt | 0.6295 | 5.386 | 8874 |
| 6_report | 0.6295 | 5.539 | 8874 |
## critical path, cell delays in order
cell             delay, ns
clkdlybuf4s50_1       0.45
buf_4                 0.37
nor2_1                0.24
nor2b_1               0.17
clkdlybuf4s50_1       0.49
## how the worst max path moves through the flow
| stage | start | end | slack, ns | cells past startpoint |
|---|---|---|---|---|
| after CTS | read | waitrequest | 5.53 | 5 |
| after global routing | read | waitrequest | 5.39 | 5 |
| final | read | waitrequest | 5.54 | 5 |
## final cells by class
type | count | area [µm²]
clock buffer | 22 | 454.2
clock inverter | 10 | 158.9
fill | 1079 | 5223
inverter | 17 | 66.31
multi-input combinational | 520 | 3411
sequential | 145 | 3700
tap | 180 | 225.2
timing repair buffer | 86 | 858.3
## cells by family after synthesis
| family | after synthesis | synth area share |
|---|---|---|
| DFF | 145 | 0.5037 |
| AOI/OAI and AO/OA | 132 | 0.1150 |
| adders and majority gates | 10 | 0.01703 |
| buffers and inverters | 52 | 0.03202 |
| muxes | 38 | 0.06864 |
| xor gates and xnor gates | 36 | 0.04292 |
| and+or+nand+nor | 304 | 0.2207 |
Power and IR drop assume default switching activity.
